### design/flow/design.v
module Registerfile(clk, RegWrite,R1,R2,W1,WD1,RD1,RD2);
input clk,RegWrite;
input [4:0] R1;
input [4:0] R2;
input [4:0] W1;
input [31:0] WD1;
output [31:0] RD1;
output [31:0] RD2;
reg [31:0] Register [31:0];
initial
begin
Register[0] = 32'h00000000;
Register[1] = 32'h00000000;
Register[2] = 32'h00000000;
Register[3] = 32'h00000000;
Register[4] = 32'h00000000;
Register[5] = 32'h00000000;
Register[6] = 32'h00000000;
Register[7] = 32'h00000000;
Register[8] = 32'h00000000;
Register[9] = 32'h00000000;
Register[17] = 32'h00000001;
end
always @(posedge clk)
begin
if(RegWrite)
Register[W1] <= WD1;
end
assign RD1 = (R1 != 0) ? Register[R1] : 0;
assign RD2 = (R2 != 0) ? Register[R2] : 0;
endmodule
### design/flow/run.sh
#!/bin/bash
# OpenROAD 26Q1-2900-gdf79404cd8, Yosys 0.63+post, stock flow scripts
make -C /OpenROAD-flow-scripts/flow DESIGN_CONFIG=/design/flow/config.mk WORK_HOME=/design/flow/orfs finish
### design/flow/config.mk
export PLATFORM = sky130hd
export DESIGN_NAME = Registerfile
export DESIGN_NICKNAME = Registerfile
export VERILOG_FILES = /design/flow/design.v
export SDC_FILE = /design/flow/constraint.sdc
export NUM_CORES = 4
export LEC_CHECK = 1
export CORE_UTILIZATION = 40
### design/flow/constraint.sdc
current_design Registerfile

set clk_period 7.4
set clk_io_pct 0.2

create_clock -name clk0 -period $clk_period [get_ports {clk}]

set non_clock_inputs [all_inputs -no_clocks]
set_input_delay [expr $clk_period * $clk_io_pct] -clock clk0 $non_clock_inputs
set_output_delay [expr $clk_period * $clk_io_pct] -clock clk0 [all_outputs]
==> reports/summary.json <==
{
  "yosys": {
    "synth_largest_type_area_fraction": 0.655,
    "post-synth-top-area-cell": "edfxtp_1",
    "synth.ff_latch_count": 1024,
    "synthTopCellsByArea": "edfxtp_1, mux4_2, mux2i_1, a22o_1, clkbuf_1",
    "synth-async-reset-ratio": 0,
    "yosysChipArea_um2": 47000,
    "most_common_cell": "edfxtp_1",
    "enable_flop_cells": 1024,
    "ys_dominant_reg_cell": "edfxtp_1",
    "yosysCellCount": 2400,
    "yosys_warnings": 1,
    "ys_seq_frac": 0.655,
    "synthCells": 2400,
    "syn-mean-instance-area_um2": 19.6,
    "synth.distinct_cells": 40,
    "yosys-top-cells-count": "edfxtp_1, mux4_2, mux2i_1, clkbuf_1, nand2_1",
    "mappedNetlistArea_um2": 47000
  },
  "global_routing": {
    "global_route_wire_length_before_repair_um": 210000,
    "largest_net_degree_at_the_start_of_global_routing": 74,
    "gr-total-overflow": 0,
    "antenna_violations_before_repair": 5,
    "global_route.usage.total": 0.280,
    "vias_in_the_first_global_route": 29700
  },
  "min_path": {
    "worstHoldPathType": "in -> reg",
    "worstHoldEndpoint": "Register[9][27]$_DFFE_PP_",
    "min_delay_path_depth": 2,
    "hold_path.startpoint": "WD1[27]"
  },
  "die": {
    "placement_rows": 125,
    "core_area_um2": 116000,
    "die_size_um2": 119000,
    "initial_core_util": 0.404,
    "floorplan.die.height_um": 345,
    "io-pin-count": 113,
    "horizontal_die_size_um": 345
  },
  "detailed_routing": {
    "count_of_tritonroute_iterations_in_the_first_routing_pass": 8,
    "detail_route.iter0.violations": 1656,
    "detail-route-antenna-nets": 0,
    "wl_per_cell_um": 36.0,
    "remaining_drc_errors": 0,
    "finalWirelength_um": 150000,
    "post_drt_via_cell_ratio": 6.41,
    "detailroute.via_count": 26700
  },
  "final_timing": {
    "timing_hold_violations_final": 0,
    "finalMaxSlewViolations": 0,
    "worst_slew_pin_slew_ns": 1.21,
    "maxSlewHeadroom": 0.190,
    "layout_worst_path_cycle_share": 0.915,
    "grt_setup_unrepaired": "no",
    "timing.fmax_ghz": 0.148,
    "setup_violators_final": 0,
    "setup_tns_ns": 0,
    "final_period_minus_worst_setup_slack_ns": 6.77
  },
  "clock_tree": {
    "clock_tree.root_cell": "clkbuf_16",
    "postCtsHoldBufs": 0,
    "post-cts-setup-buffer-count": 0,
    "post_cts_resized": 0,
    "numCtsBuffers": 103,
    "cts-htree-levels": 3,
    "clk_pin_slew_ns": 0.06,
    "buffers_from_clock_root_to_sink_at_most": 3,
    "cts_sinks": 1024,
    "tritoncts": "built"
  },
  "setup_path": {
    "cp_common_cell": "clkdlybuf4s50_1",
    "timing.critical_path.to_type": "output pin",
    "setup.worst_path.class": "in -> out",
    "critical_path.cell_chain": "clkdlybuf4s50_1 -> or3_2 -> buf_4 -> o22ai_1 -> a2111oi_0 -> nor3_1 -> clkdlybuf4s50_1",
    "crit_arrival_ns": 5.29,
    "crit_path_top_delay_cell": "nor3_1",
    "largest_fanout_on_the_critical_path": 19,
    "critical_path_required_ns": 5.92,
    "worstSetupStartpointType": "input port",
    "cpPeakStageDelay_ns": 0.99
  },
  "run": {
    "stage_log_warnings": 26,
    "max_cap_viol_count": 0
  },
  "layout": {
    "filler_cell_count": 9302,
    "final-seq-area_um2": 30700,
    "largest_reg_flops": 1024,
    "layout-drive-gt1-share": 0.297,
    "reg_top3": "Register: 1024 flops",
    "area_growth_syn_to_layout_pct": 15.0,
    "fin_cells": 4159,
    "largest_register": "Register",
    "combGateArea_um2": 15400
  },
  "placement": {
    "dp_hpwl_um": 89700,
    "port_buffers": 112,
    "placedCellCount": 3971,
    "place.gp.congestion": 0.905
  },
  "pwr": {
    "irDropWorstVdd_v": 0.000205,
    "finalPower_mw": 13.1,
    "powerDensity_nw_per_um2": 242,
    "p_leak_nw": 17.2
  },
  "outcome": {
    "run_status": "finished, final reports clean"
  }
}
cell type report:
cell class | count | share of cell area
Clock buffer | 119 | 0.0496
Tap cell | 1524 | 0.0353
Antenna cell | 1 | 0.0000463
Sequential cell | 1024 | 0.569
Inverter | 25 | 0.00178
Timing Repair Buffer | 248 | 0.0431
Multi-Input combinational cell | 1150 | 0.285
Clock inverter | 68 | 0.0156
layout by cell type, fill, tap and decap left out, drive strengths merged, types with 2 or more instances in the layout:
cell type	instances
mux4	425
o22ai	55
a21oi	46
nand2b	3
o221ai	31
a32o	9
nor3	33
nor4	9
a221oi	23
nand2	65
a211o	23
mux2	24
nand3	4
clkbuf	119
edfxtp	1024
clkinv	40
clkinvlp	7
inv	29
bufinv	17
nor2	35
or3	2
mux2i	183
a22o	62
or3b	5
clkdlybuf4s50	105
nor2b	8
and2	13
a211oi	47
buf	143
a2111oi	31
nand3b	7
cell families after synthesis:
| group | synth area share |
|---|---|
| AND/OR/NAND/NOR | 0.0194 |
| AND-OR/OR-AND | 0.0541 |
| multiplexers | 0.249 |
| buffers and inverters | 0.0231 |
| flip-flops | 0.655 |
critical path: cells and delay by family:
family	cells	cell delay, ns
simple gates	2	1.85
buf+inv	3	1.71
compound gates	2	0.22
worst max path at each step:
stage | start | end | slack [ns] | depth (start not counted)
after CTS | R2[3] | RD2[28] | 0.68 | 7
after global routing | R2[3] | RD2[28] | 0.51 | 7
final | R2[3] | RD2[28] | 0.63 | 7
per-layer routing:
layer / global-route usage / routed length, µm / up-vias
met5: 0.0465 / 804 / -
met4: 0.0716 / 5000 / 24
met3: 0.245 / 29800 / 329
met2: 0.415 / 70900 / 2172
met1: 0.292 / 43300 / 13400
li1: - / - / 10700
metrics by stage:
stage	cell area [µm²]	setup slack (ns)	hold WS, ns	util
final	54000	0.632	1.61	0.464
after global routing	54000	0.509	1.63	0.464
after CTS	54000	0.675	1.59	0.464
after detailed placement	50500	0.678	2.32	0.434
after global placement	50500	0.697	2.31	0.434
after floorplan	47000	2.87	1.58	-
where the power goes:
| group | internal, mW | switching [mW] |
|---|---|---|
| sequential | 6.46 | 0.0283 |
| clock | 3.19 | 2.23 |
| combinational | 0.505 | 0.683 |
| total | 10.2 | 2.94 |
No activity file was given, so power comes from the tool's default toggle rates.
