File: design/flow/config.mk
export PLATFORM = sky130hd
export DESIGN_NAME = instructionmemory
export DESIGN_NICKNAME = instructionmemory
export VERILOG_FILES = /design/flow/design.v
export SDC_FILE = /design/flow/constraint.sdc
export NUM_CORES = 4
export LEC_CHECK = 1
export CORE_AREA = 10 10 91 91
export DIE_AREA = 0 0 101 101
export SYNTH_MEMORY_MAX_BITS = 65536
File: design/flow/constraint.sdc
current_design instructionmemory

set clk_period 4.1
set clk_io_pct 0.2

create_clock -name clk0 -period $clk_period

set non_clock_inputs [all_inputs -no_clocks]
set_input_delay [expr $clk_period * $clk_io_pct] -clock clk0 $non_clock_inputs
set_output_delay [expr $clk_period * $clk_io_pct] -clock clk0 [all_outputs]
File: design/flow/design.v
module instructionmemory(address, RD);
	input [31:0]address;
	output [31:0] RD;
reg [31:0] mem1[511:0];
initial
begin
mem1[0] = 32'h0;
mem1[1] = 32'h00000113;  
mem1[2] = 32'h00400093;  
mem1[3] = 32'h00100193;  
mem1[4] = 32'hFE20AF23;  
mem1[5] = 32'hFE30AFA3;  
mem1[6] = 32'h00310233;  
mem1[7] = 32'h0040A023;  
mem1[8] = 32'h00108093;  
mem1[9] = 32'h00018113;  
mem1[10] = 32'h00020193;  
mem1[11] = 32'h00310233;  
mem1[12] = 32'h0040A023;  
mem1[13] = 32'h00108093;  
mem1[14] = 32'h00018113;  
mem1[15] = 32'h00020193;  
mem1[16] = 32'h00310233;  
mem1[17] = 32'h0040A023;  
mem1[18] = 32'h00108093;  
mem1[19] = 32'h00018113;  
mem1[20] = 32'h00020193;  
mem1[21] = 32'h00310233;  
mem1[22] = 32'h0040A023;  
mem1[23] = 32'h00108093;  
mem1[24] = 32'h00018113;  
mem1[25] = 32'h00020193;  
mem1[26] = 32'h00310233;  
mem1[27] = 32'h0040A023;  
mem1[28] = 32'h00108093;  
mem1[29] = 32'h00018113;  
mem1[30] = 32'h00020193;  
mem1[31] = 32'h00310233;  
mem1[32] = 32'h0040A023;  
mem1[33] = 32'h00108093;  
mem1[34] = 32'h00018113;  
mem1[35] = 32'h00020193;  
mem1[36] = 32'h00310233;  
mem1[37] = 32'h0040A023;  
mem1[38] = 32'h00108093;  
mem1[39] = 32'h00018113;  
mem1[40] = 32'h00020193;  
mem1[41] = 32'h00310233;  
mem1[42] = 32'h0040A023;  
mem1[43] = 32'h00108093;  
mem1[44] = 32'h00018113;  
mem1[45] = 32'h00020193;  
mem1[46] = 32'h00310233;  
mem1[47] = 32'h0040A023;  
mem1[48] = 32'h00108093;  
mem1[49] = 32'h00018113;  
mem1[50] = 32'h00020193;  
mem1[51] = 32'h00310233;  
mem1[52] = 32'h0040A023;  
mem1[53] = 32'h00108093;  
mem1[54] = 32'h00018113;  
mem1[55] = 32'h00020193;  
mem1[56] = 32'h00310233;  
mem1[57] = 32'h0040A023;  
mem1[58] = 32'h00108093;  
mem1[59] = 32'h00018113;  
mem1[60] = 32'h00020193;  
mem1[61] = 32'h00310233;  
mem1[62] = 32'h0040A023;  
mem1[63] = 32'h00108093;  
mem1[64] = 32'h00018113;  
mem1[65] = 32'h00020193;  
mem1[66] = 32'h00310233;  
mem1[67] = 32'h0040A023;  
mem1[68] = 32'h00108093;  
mem1[69] = 32'h00018113;  
mem1[70] = 32'h00020193;  
mem1[71] = 32'h00310233;  
mem1[72] = 32'h0040A023;  
mem1[73] = 32'h00108093;  
mem1[74] = 32'h00018113;  
mem1[75] = 32'h00020193;  
mem1[76] = 32'h00310233;  
mem1[77] = 32'h0040A023;  
mem1[78] = 32'h00108093;  
mem1[79] = 32'h00018113;  
mem1[80] = 32'h00020193;  
mem1[81] = 32'h00310233;  
mem1[82] = 32'h0040A023;  
mem1[83] = 32'h00108093;  
mem1[84] = 32'h00018113;  
mem1[85] = 32'h00020193;  
mem1[86] = 32'h00008093;  
mem1[87] = 32'h00202303;  
mem1[88] = 32'h00302303;  
mem1[89] = 32'hFF00A483;  
mem1[90] = 32'hFF10A483;  
mem1[91] = 32'hFF20A483;  
mem1[92] = 32'hFF30A483;  
mem1[93] = 32'hFF40A483;  
mem1[94] = 32'hFF50A483;  
mem1[95] = 32'hFF60A483;  
mem1[96] = 32'hFF70A483;  
mem1[97] = 32'hFF80A483;  
mem1[98] = 32'hFF90A483;  
mem1[99] = 32'hFFA0A483;  
mem1[100] = 32'hFFB0A483;  
mem1[101] = 32'hFFC0A483;  
mem1[102] = 32'hFFD0A483;  
mem1[103] = 32'hFFE0A483;  
mem1[104] = 32'hFFF0A483;  
mem1[105] = 32'hFE4187E3;  
end
assign RD = mem1[address];
endmodule
File: design/flow/run.sh
#!/bin/bash
# OpenROAD 26Q1-2900-gdf79404cd8, Yosys 0.63+post, stock flow scripts
make -C /OpenROAD-flow-scripts/flow DESIGN_CONFIG=/design/flow/config.mk WORK_HOME=/design/flow/orfs finish
==> flow_results.xml <==
<?xml version="1.0" encoding="UTF-8"?>
<metrics>
  <group name="job">
    <metric name="cap_viol_max_count" unit="">0</metric>
    <metric name="stage_log_warnings" unit="">64</metric>
  </group>
  <group name="detailed_routing">
    <metric name="vias_per_cell" unit="">6.096</metric>
    <metric name="met2_wirelength" unit="µm">2962</metric>
    <metric name="met3_length" unit="µm">842</metric>
    <metric name="highest_routed_metal_layer" unit="">met4</metric>
    <metric name="num_antenna_cells" unit="">0</metric>
    <metric name="wl_per_cell" unit="µm">17.16</metric>
    <metric name="drt_wl_total" unit="µm">6983</metric>
    <metric name="antenna_left" unit="">0</metric>
    <metric name="met1_length" unit="µm">3066</metric>
    <metric name="detail_route.first_pass.iterations" unit="">5</metric>
    <metric name="detailroute.via_count" unit="">2481</metric>
    <metric name="drt_drc_violations_left" unit="">0</metric>
    <metric name="initialDrtViolationCount" unit="">219</metric>
  </group>
  <group name="placed_design">
    <metric name="port_buffers" unit="">33</metric>
    <metric name="gp_routability_congestion" unit="">0.9657</metric>
    <metric name="place_inst" unit="">407</metric>
    <metric name="placed_area" unit="mm²">0.002400</metric>
    <metric name="hpwlAfterDp" unit="µm">5208</metric>
  </group>
  <group name="floorplan">
    <metric name="chip_area" unit="mm²">0.01020</metric>
    <metric name="fp.dieW" unit="µm">101</metric>
    <metric name="ioPinCount" unit="">64</metric>
    <metric name="initCoreUtil" unit="%">30.17</metric>
    <metric name="fp.dieH" unit="µm">101</metric>
    <metric name="fp-row-count" unit="">29</metric>
    <metric name="coreArea" unit="mm²">0.006350</metric>
  </group>
  <group name="final_timing">
    <metric name="timing_max_transition_violations_final" unit="">0</metric>
    <metric name="timing.final.crit_period" unit="ns">3.968</metric>
    <metric name="timing.max_slew.rel_slack" unit="%">61.50</metric>
    <metric name="holdWs" unit="ns">2.451</metric>
    <metric name="grt_setup_unrepaired" unit="">no</metric>
    <metric name="hold_viol_final" unit="">0</metric>
    <metric name="worst_max_slew_pin_slew" unit="ns">0.5776</metric>
    <metric name="fin_tns_setup" unit="ns">0</metric>
    <metric name="max_freq" unit="MHz">252.0</metric>
    <metric name="finalClockPeriodUsage" unit="%">96.77</metric>
    <metric name="setup_viol" unit="">0</metric>
  </group>
  <group name="power_and_ir_drop">
    <metric name="max-vdd-ir-drop" unit="V">0.00004277</metric>
    <metric name="static-leakage-power" unit="nW">0.9636</metric>
    <metric name="power_density" unit="mW/mm²">117.9</metric>
  </group>
  <group name="worst_setup_path">
    <metric name="worstPathCellList" unit="">clkdlybuf4s50_1 -&gt; buf_6 -&gt; ha_2 -&gt; mux4_2 -&gt; a21oi_2 -&gt; nor2_1 -&gt; o31a_1 -&gt; a311o_1 -&gt; clkdlybuf4s50_1</metric>
    <metric name="critical_path.max_fanout" unit="">12</metric>
    <metric name="crit_path_start_kind" unit="">input pin</metric>
    <metric name="worst_path_largest_cell_delay" unit="ns">0.50</metric>
    <metric name="cp_data_arrival_time" unit="ns">3.15</metric>
    <metric name="cp_data_required_time" unit="ns">3.28</metric>
    <metric name="timing.critical_path.slowest_stage_cell" unit="">mux4_2</metric>
    <metric name="worst-setup-path-type" unit="">input pin to output port</metric>
    <metric name="critPathCaptureType" unit="">output port</metric>
    <metric name="crit_top_cell" unit="">clkdlybuf4s50_1</metric>
  </group>
  <group name="global_routing">
    <metric name="first_global_vias" unit="">2274</metric>
    <metric name="overflow" unit="">0</metric>
    <metric name="grt_antenna_before_repair" unit="">0</metric>
    <metric name="global_route.usage.total" unit="%">13.00</metric>
    <metric name="grt_first_pass_wirelength" unit="µm">11290</metric>
    <metric name="pin_count_of_the_biggest_net_entering_global_routing" unit="">39</metric>
  </group>
  <group name="yosys">
    <metric name="synthesis.yosys.warnings" unit="">1</metric>
    <metric name="synthesis.instances" unit="">296</metric>
    <metric name="synth-seq-area-share" unit="%">0</metric>
    <metric name="syn_avg_cell_area" unit="µm²">6.472</metric>
    <metric name="yosysChipArea" unit="mm²">0.001916</metric>
    <metric name="synth.lib_cells_used.distinct" unit="">58</metric>
    <metric name="synthesis.area" unit="mm²">0.001916</metric>
    <metric name="synth_stat.cells" unit="">296</metric>
  </group>
  <group name="cells_and_area">
    <metric name="ff_latch_area" unit="µm²">0</metric>
    <metric name="postLayoutCoreUtil" unit="%">40.00</metric>
    <metric name="drive_above_1_share" unit="%">23.94</metric>
    <metric name="design.seq.count" unit="">0</metric>
    <metric name="nFillCells" unit="">638</metric>
    <metric name="final_cells" unit="">407</metric>
    <metric name="area_delta_synth_final" unit="%">32.59</metric>
    <metric name="mostFrequentLayoutCell" unit="">buf_4</metric>
    <metric name="final_cell_mix" unit="">buf_4 (44), nand2_1 (32), clkdlybuf4s50_1 (29)</metric>
    <metric name="layout.clock_buffers" unit="">0</metric>
    <metric name="finalInstanceArea" unit="mm²">0.002540</metric>
  </group>
  <group name="min_path">
    <metric name="timing.hold.worst_endpoint" unit="">RD[15]</metric>
    <metric name="whs_path_depth" unit="">6</metric>
    <metric name="worst_hold_path_type" unit="">input pin to output port</metric>
    <metric name="hold_path_origin" unit="">address[2]</metric>
  </group>
  <group name="clock_network">
    <metric name="setup_buffers_after_cts" unit="">0</metric>
  </group>
  <group name="outcome">
    <metric name="outcome" unit="">complete, no violations</metric>
  </group>
</metrics>
## power by group
part | switching, W | total [W] | internal [W]
Combinational | 0.000151 | 0.000299 | 0.000148
Clock | 0 | 0 | 0
Sequential | 0 | 0 | 0
## how the worst max path moves through the flow
stage,from,to,slack (ns),cells past startpoint
CTS,address[0],RD[16],0.006,10
global route,address[1],RD[8],0.01,10
finish,address[1],RD[13],0.13,9
## area by class of cell
type                       count  area, µm²  share of cell area [%]
inverter                      10      37.54                   1.478
timing repair buffer          80      698.2                   27.49
multi-input combinational    240       1708                   67.24
tap                           77      96.34                   3.793
## what timing repair did
action,in CTS,in global routing
pin swaps,0,4
hold endpoints to repair,0,0
endpoints found under the setup margin,10,12
gates resized,5,31
hold buffers,0,0
## worst max-delay path, delay by kind of cell
| kind | cells | cell delay (ns) |
|---|---|---|
| simple gates | 1 | 0.05 |
| compound gates | 3 | 0.55 |
| buf+inv | 3 | 1.02 |
| mux | 1 | 0.50 |
| fa+ha+maj | 1 | 0.20 |
## routing by layer
layer | GRT usage (%) | vias up
li1 | - | 1173
met1 | 18.68 | 1142
met2 | 20.10 | 156
met3 | 2.218 | 10
met4 | 2.144 | 0
met5 | 0 | -
## kinds of logic after synthesis
kind of cell               after synthesis  synth area share (%)
xor gates and xnor gates                 1                0.4573
and+or+nand+nor                         96                 24.17
AOI/OAI and AO/OA                      114                 41.41
muxes                                   14                 9.405
adders and majority gates                9                 5.879
buffers and inverters                   61                 18.49
other                                    1                0.1958
## cell usage after synthesis (8+ instances only)
master / count / area, µm²
a211oi_1: 12 / 90.09
ha_1: 9 / 112.6
buf_2: 16 / 80.08
nand2_1: 32 / 120.1
a31oi_1: 11 / 68.82
mux2i_1: 8 / 80.08
buf_4: 16 / 120.1
nand3_1: 10 / 50.05
o211ai_1: 8 / 60.06
nor2_1: 16 / 60.06
o21ai_0: 21 / 105.1
nor3_1: 8 / 40.04
nand2b_1: 10 / 62.56
a21oi_1: 19 / 95.09
clkbuf_1: 11 / 41.29
## through the flow
stage | total power [W] | setup WS, ns
5_1_grt | 0.0003279 | 0.01315
6_report | 0.0002995 | 0.1322
3_3_place_gp | 0.0002776 | -0.1083
2_1_floorplan | 0.0001714 | 0.6847
4_1_cts | 0.0002803 | 0.006022
3_5_place_dp | 0.0002781 | -0.09836
Power is estimated from default activity; no workload was simulated.
