## ./config.mk

```make
export PLATFORM = sky130hd
export DESIGN_NAME = DataMemory
export DESIGN_NICKNAME = DataMemory
export VERILOG_FILES = /design/flow/design.v
export SDC_FILE = /design/flow/constraint.sdc
export NUM_CORES = 4
export LEC_CHECK = 1
export CORE_UTILIZATION = 30
export SYNTH_MEMORY_MAX_BITS = 65536
```

## ./constraint.sdc

```tcl
current_design DataMemory

set clk_period 117.6
set clk_io_pct 0.2

create_clock -name clk0 -period $clk_period [get_ports {clk}]

set non_clock_inputs [all_inputs -no_clocks]
set_input_delay [expr $clk_period * $clk_io_pct] -clock clk0 $non_clock_inputs
set_output_delay [expr $clk_period * $clk_io_pct] -clock clk0 [all_outputs]
```

## ./design.v

```verilog
module DataMemory(clk,RD,WD,address,MemWrite);
input clk, MemWrite;
input [31:0] address;
input [31:0] WD;
output [31:0] RD;
reg [31:0] mem1[511:0];
initial
begin
mem1[0] = 32'h00000000;
mem1[1] = 32'h00000000;
mem1[2] = 32'h00000000;
mem1[3] = 32'h00000000;
mem1[4] = 32'h00000000;
mem1[5] = 32'h00000000;
mem1[6] = 32'h00000000;
mem1[7] = 32'h00000000;
end
always @(posedge clk)
begin
if(MemWrite)
mem1[address] <= WD;
end
assign RD = mem1[address];
endmodule
```

## ./run.sh

```bash
#!/bin/bash
# OpenROAD 26Q1-2900-gdf79404cd8, Yosys 0.63+post, stock flow scripts
make -C /OpenROAD-flow-scripts/flow DESIGN_CONFIG=/design/flow/config.mk WORK_HOME=/design/flow/orfs finish
```

==> CHANGELOG.md <==
## Implementation

* Status: finished, violations left
* Violated checks: max-capacitance violations, max-slew violations
* Critical path required time at between 90 and 100 ns
* Placement Cell Area at 674,000 µm²
* Core Rows at about 530
* Share of cells above drive strength 1 at 0.269
* Final period util at 0.488
* Worst-path maximum fanout at 66
* Vias at about 310k
* Antenna viol nets, final at 0
* DP HPWL at 1260 mm
* Pwr/cell area at between 15 and 20 nW/µm²
* CTS tree: yes
* Leak Pwr at roughly 220 nW
* Flops & latches, synth at roughly 16,000
* GP Congestion at slightly above 0.9
* PostCTS Resize Cnt at 0
* CP startpoint kind: input port
* CP max stage cell: buf_4
* Root Driver: clkbuf_16
* Tool warning count at around 66
* Top delay family on crit path: buffers and inverters
* Ys cells at about 29,000
* Die y size at roughly 1.4 mm
* CP cell instances: buf_16 > buf_4 > buf_4 > buf_4 > buf_4 > buf_4 > buf_12 > buf_4 > buf_4 > buf_4 > buf_4 > buf_4 > mux4_2 > a22o_1 > nor3_1 > a31oi_1 > buf_4 > nor4_1 > buf_4 > nand4_1 > buf_4 > clkdlybuf4s50_1
* CP Class: input port to output pin
* Min Tclk post-route at about 57 ns
* Worst-path clk slew at about 0.060 ns
* First-pass GRT wire length at about 2800 mm
* CP endpoint kind: output pin
* Yosys stat area at ~630,000 µm²
* EDFF count, synth at approximately 16,000
* Cell Area, Synth at ~630,000 µm²
* Fmax at around 0.017 GHz
* Core area at ~2,100,000 µm²
* RSZ-0062 raised after global routing: false
* Largest net degree at the start of global routing at around 120
* H-Tree Depth at 7
* Post-layout instance area at approximately 730,000 µm²
* Worst path arrival time at roughly 34 ns
* Avg Vias per Cell at approximately 5.2
* Final Max Tran Viols at 2
* Tot GR Track Use at 0.207
* PortBufs at ~74
* # IOs at ~98
* Post-synth ARST share at 0
* Max reg flops at roughly 16,000
* Sequential share of the synthesized area at 0.785
* Syn_area_per_cell at about 22 µm²
* Fin. Hold Viols at 0
* Top reg by flops: mem1
* Grt ovf at 0
* Max IR drop VDD at 0.0141 mV
* Setup TNS at 0 ns
* Slew @ Worst Pin at approximately 1.5 ns
* Wire per inst at 33.9 µm
* Slew headroom at -0.0307
* Clk buf depth at 6
* Post-cts hold buffer count at 0
* Core Util at FP at 0.301
* Clk sinks at around 16,000
* Area growth, synth to finish at 15.9%
* DRT iter0 DRCs at ~22,000
* WP buf/inv at 16
* Crit path top cell by count: buf_4
* Final WL at roughly 2000 mm
* Die span in x at around 1.4 mm
* Hold Crit Class: input port to register
* Synth cell types at between 70 and 80
* Postcts setup bufs at 0
* Crit-path max cell delay at just over 0.7 ns
* Final setup vio count at 0
* PnR worst setup slack at between 60 and 70 ns
* Mapped Cells at ~29,000
* Vias in the first global route at 342,000
* Yosys warnings at 1
* Setup WS pre-CTS at around 60 ns
* Max_cap viols at 1
* Largest registers: mem1 x16384
* Die ar. at roughly 2,100,000 µm²
* Main synth FF type: edfxtp_1
* Number of antenna violations at the first check in global routing at around 210
* DRC Markers at 0
* Fill cell count at ~190k
* Drt first pass iters at 8
* TritonCTS Buffers at 1,643
[power breakdown]
group	total (mW)	internal (mW)	leakage [nW]	switching [mW]
logic	0.613	0.184	51.3	0.429
registers	6.43	6.43	147	0.00146
clock network	5.02	2.85	24.7	2.17
total	12.1	9.47	223	2.60
[worst paths after layout]
kind | slack (ns) | from | endpoint | cells past startpoint
setup / recovery | 60.18 | address[1] | RD[16] | 22
hold / removal | 22.56 | WD[9] | mem1[477][9]$_DFFE_PP_ | 1
[cells by family after synthesis]
logic type      count (synthesis)  share of synthesized area
simple gates                 2278                     0.0178
flops                       16400                      0.785
mux                          5235                      0.151
compound gates               2880                     0.0318
buf+inv                      1763                     0.0139
[per-layer routing]
layer	part of all wire	global-route usage	up-vias
met4	0.067	0.106	350
met3	0.24	0.225	4469
met2	0.44	0.287	26300
met1	0.25	0.167	157000
li1	-	-	126000
met5	0.0096	0.0784	-
[placed cells by master (no fill, tap or decap), drive strengths merged, types with 108 or more instances in the layout]
cell type      n
a22oi        617
o21ai        364
nor3         108
edfxtp     16400
bufinv       125
a21oi        448
a22o         243
nand2        572
o22ai        425
diode        648
mux2         284
nand3        223
buf         2012
a211oi       152
nand4        452
nor2         610
mux2i       1597
clkinv       692
clkbuf      2016
a221oi       151
mux4        3354
[per-stage QoR]
step                total power, mW  instances  utilization  hold slack (ns)
CTS                            12.1      59400        0.348            22.49
floorplan                      6.82      28500            -            23.62
global placement               7.15      56500        0.324            23.87
finish                         12.1      60100        0.349            22.56
global route                   12.4      60000        0.349            22.54
detailed placement             7.16      56500        0.324            23.87
[synth_stat cells (53+ instances only)]
library cell	count	area, µm²
buf_1	170	638
mux4_2	3354	75500
a22oi_1	617	4630
mux2_2	284	3200
a211oi_1	152	1140
a22o_1	243	2130
a221oi_1	151	1320
nand4_1	452	2830
buf_4	139	1040
buf_6	88	991
nand3_1	223	1120
buf_2	745	3730
nor3_1	108	541
nor4_1	73	457
and3_1	53	332
mux2i_1	1597	16000
o211ai_1	67	503
o21ai_0	363	1820
o22ai_1	425	2660
nand2_1	572	2150
edfxtp_1	16400	492000
clkbuf_1	588	2210
nor2_1	609	2290
a31oi_1	107	669
a21oi_1	448	2240
[final cells by class]
class,count,area [µm²],area share
clock inverter,881,7550,0.0104
tap,27700,34600,0.0477
antenna,648,1620,0.00223
clock buffer,2016,43000,0.0592
multi-input combinational,10400,131000,0.181
timing repair buffer,2045,16200,0.0223
inverter,33,144,0.000198
sequential,16400,492000,0.677
No activity file was given, so power comes from the tool's default toggle rates.
